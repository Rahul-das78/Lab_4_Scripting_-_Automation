<file path="flow/run.sh">
#!/bin/bash
# OpenROAD 26Q1-2900-gdf79404cd8, Yosys 0.63+post, stock flow scripts
make -C /OpenROAD-flow-scripts/flow DESIGN_CONFIG=/design/flow/config.mk WORK_HOME=/design/flow/orfs finish
</file>
<file path="flow/config.mk">
export PLATFORM = sky130hd
export DESIGN_NAME = top_Wallace_Multiplier
export DESIGN_NICKNAME = top_Wallace_Multiplier
export VERILOG_FILES = /design/flow/design.v
export SDC_FILE = /design/flow/constraint.sdc
export NUM_CORES = 4
export LEC_CHECK = 1
export CORE_AREA = 10 10 70 70
export DIE_AREA = 0 0 80 80
</file>
<file path="flow/constraint.sdc">
current_design top_Wallace_Multiplier

set clk_period 4.8
set clk_io_pct 0.2

create_clock -name clk0 -period $clk_period

set non_clock_inputs [all_inputs -no_clocks]
set_input_delay [expr $clk_period * $clk_io_pct] -clock clk0 $non_clock_inputs
set_output_delay [expr $clk_period * $clk_io_pct] -clock clk0 [all_outputs]
</file>
<file path="flow/design.v">
`timescale 1ns / 1ps
module HA(Sum, Cout, A, B);
    input A, B;
    output Sum, Cout;
    assign Sum = A^B;
    assign Cout = A&B;
endmodule
module FA(Sum, Cout, A, B, Cin);
    input A, B, Cin;
    output Sum, Cout;
    assign Sum = A^B^Cin;
    assign Cout = (A&B)|(B&Cin)|(Cin&A);
endmodule  
module Carry_generator(A,B,C);  
    input [5:0] A;
    input [5:0] B;
    output [6:1] C;          
    wire [5:0] G;
    wire [5:0] P;
    assign G[0] = A[0]&B[0];
    assign G[1] = A[1]&B[1];
    assign G[2] = A[2]&B[2];
    assign G[3] = A[3]&B[3];
    assign G[4] = A[4]&B[4];
    assign G[5] = A[5]&B[5];
    assign P[0] = A[0]^B[0];
    assign P[1] = A[1]^B[1];
    assign P[2] = A[2]^B[2];
    assign P[3] = A[3]^B[3];
    assign P[4] = A[4]^B[4];
    assign P[5] = A[5]^B[5];
    assign C[1] = G[0];  
    assign C[2] = G[1] | (P[1]&G[0]);
    assign C[3] = G[2] | (P[2]&G[1]) | (P[2]&P[1]&G[0]);
    assign C[4] = G[3] | (P[3]&G[2]) | (P[3]&P[2]&G[1]) | (P[3]&P[2]&P[1]&G[0]);
    assign C[5] = G[4] | (P[4]&G[3]) | (P[4]&P[3]&G[2]) | (P[4]&P[3]&P[2]&G[1])| (P[4]&P[3]&P[2]&P[1]&G[0]);
    assign C[6] = G[5] | (P[5]&G[4]) | (P[5]&P[4]&G[3]) | (P[5]&P[4]&P[3]&G[2])| (P[5]&P[4]&P[3]&P[2]&G[1])| (P[5]&P[4]&P[3]&P[2]&P[1]&G[0]);
endmodule
module CLA_Adder(A,B,S,Cout);  
    input [5:0] A;    
    input [5:0] B;  
    output [5:0] S;
    output Cout;
    wire [6:1] C;  
    wire [5:0] P;
    Carry_generator gen(.A(A),.B(B),.C(C));
    assign P[0] = A[0] ^ B[0];
    assign P[1] = A[1] ^ B[1];
    assign P[2] = A[2] ^ B[2];
    assign P[3] = A[3] ^ B[3];
    assign P[4] = A[4] ^ B[4];
    assign P[5] = A[5] ^ B[5];
    assign S[0] = P[0] ;
    assign S[1] = P[1] ^ C[1] ;
    assign S[2] = P[2] ^ C[2] ;
    assign S[3] = P[3] ^ C[3] ;
    assign S[4] = P[4] ^ C[4] ;
    assign S[5] = P[5] ^ C[5] ;
    assign Cout = C[6];
endmodule
module top_Wallace_Multiplier( X, Y, Product );
    input [3:0] X;
    input [3:0] Y;
    output [7:0] Product;
    wire [15:0] PP;  
    wire HS1,HC1,HS2,HC2,HS3,HC3,FS1,FC1,FS2,FC2,FS3,FC3;
    wire [5:0] A;  
    wire [5:0] B;  
    wire [5:0] S;
    wire Cout;
    assign PP[0] = X[0] & Y[0];  
    assign PP[1] = X[1] & Y[0];  
    assign PP[2] = X[2] & Y[0];  
    assign PP[3] = X[3] & Y[0];  
    assign PP[4] = X[0] & Y[1];  
    assign PP[5] = X[1] & Y[1];  
    assign PP[6] = X[2] & Y[1];  
    assign PP[7] = X[3] & Y[1];  
    assign PP[8]  = X[0] & Y[2];  
    assign PP[9]  = X[1] & Y[2];  
    assign PP[10] = X[2] & Y[2];  
    assign PP[11] = X[3] & Y[2];  
    assign PP[12] = X[0] & Y[3];  
    assign PP[13] = X[1] & Y[3];  
    assign PP[14] = X[2] & Y[3];  
    assign PP[15] = X[3] & Y[3];  
    HA HA1(.Sum(HS1),.Cout(HC1),.A(PP[5]),.B(PP[2]));
    FA FA1(.Sum(FS1),.Cout(FC1),.A(PP[3]),.B(PP[6]),.Cin(PP[9]));
    FA FA2(.Sum(FS2),.Cout(FC2),.A(PP[7]),.B(PP[10]),.Cin(PP[13]));
    HA HA2(.Sum(HS2),.Cout(HC2),.A(HC1),.B(FS1));
    HA HA3(.Sum(HS3),.Cout(HC3),.A(FS2),.B(FC1));
    FA FA3(.Sum(FS3),.Cout(FC3),.A(FC2),.B(PP[11]),.Cin(PP[14]));
    assign A = {FC3   ,FS3,HS3,HS2   ,HS1  ,PP[1]};
    assign B = {PP[15],HC3,HC2,PP[12],PP[8],PP[4]};
    CLA_Adder fastadd(.A(A),.B(B),.S(S),.Cout(Cout)); 
    assign Product = {Cout,S,PP[0]};
endmodule
</file>
==> flow_summary.toml <==
# flow metrics
[cells_and_area]
layout-area-overhead-vs-synth_pct = 75.2
n_fill_cell = 389
n_clock_buffer = 0
lay_top_cells = "and2_1 (10), clkdlybuf4s50_1 (8), buf_4 (8), dlygate4sd2_1 (7), ha_1 (6)"
ff_count = 0
drive_gt1_frac = 0.225
final_core_util = 0.209
seqCellArea_um2 = 0
final_area_um2 = 714
final_common_cell = "and2_1"

[synth]
synth-xor-area-share = 0.0859
ys_sh_mux = 0
synth.cellmix.compoundShare = 0.126
yosysUniqueCellTypes = 17
yosys.area.top_type = "ha_1"
synthSimpleGateAreaFrac = 0.261
synth_top_area_share = 0.276
ys_seq_frac = 0
ys_area_um2 = 408
area_leaders = "ha_1 (28%), fa_1 (20%), and2_1 (15%)"
ys_cells = 48
synthCells = 48
ys_warn_count = 0
netlist_logic_family_top = "adder cells"
syn_avg_cell_area_um2 = 8.50
synth_area_um2 = 408
fa_ha_area_frac = 0.472

[place]
place_area_um2 = 678
io_buffers = 16
dp_hpwl_um = 905
gp_congestion = 0.824

[floorplanning]
pin_count = 16
chipArea_um2 = 6400
fp_util = 0.119
fp.dieH_um = 80
die_w_um = 80
core_area_um2 = 3420
num_rows = 21

[routing]
met1_length_um = 554
first_pass_iters = 2
drt_iter0_drc = 4
wl_um = 993
num_antenna_cells = 0
drt-vias-per-instance = 3.39
post-route-drc-count = 0
vias = 397
ant_nets = 0
wl_met3_um = 111
top_layer_used = "met3"
wire_per_inst_um = 8.49
wl_met2_um = 328

[worst_setup_path]
end_kind = "output pin"
startpoint_type = "input port"
required_ps = 3840
arrival_ps = 3600
crit_type = "input port to output pin"
cp_max_fo = 4

[power]
power_frac_comb = 1.000
powerDensity_nw_per_um2 = 125
swShare = 0.363
switchingPower_w = 0.0000324
seqPwrFrac = 0
p_clk_frac = 0
vdd_drop_max_v = 0.0000421
power.internal_w = 0.0000568
p_leak_nw = 0.369

[outcome]
status = "finished, final reports clean"

[final_timing]
finalSetupViolCount = 0
period_used_share = 0.951
tightest_slew_ps = 190
period_needed_ps = 4560
timing.fmax_ghz = 0.219
slew_viol_final = 0
finalHoldViolations = 0
slew_headroom = 0.873
rsz0062_at_grt = "false"

[worst_hold_path]
min_path_type = "input port to output pin"

[grt]
antenna_found_initial = 0
grt_pass1_wl_mm = 1.66
overflow = 0
track_usage = 0.0304
grt_pass1_vias = 398
grt_max_degree = 5

[job]
drv_cap = 0
warning_count = 32

[cts]
postCtsSetupRepairBufs = 0
-- stage by stage --
stage / setup TNS, ps / worst slack, ps / std cells / hold slack [ps] / total power, W
after floorplan: 0 / 727 / 48 / 1990 / 0.0000335
after global placement: -352 / -192 / 117 / 2930 / 0.0000852
after detailed placement: -401 / -219 / 117 / 2930 / 0.0000857
after CTS: 0 / 35.7 / 117 / 2750 / 0.0000857
after global routing: 0 / 115 / 117 / 2760 / 0.000102
final: 0 / 237 / 117 / 2720 / 0.0000891
-- cells by family (layout without fill, tap and decap cells) --
group / Yosys count / after routing
and+or+nand+nor: 19 / 19
adders and majority gates: 13 / 13
AOI/OAI and AO/OA: 7 / 7
buffers and inverters: 5 / 28
xor gates and xnor gates: 4 / 4
-- power groups by stage --
stage	clock (W)	combinational, W	sequential [W]
after CTS	0	0.0000857	0
after global routing	0	0.000102	0
final	0	0.0000891	0
-- worst max-delay path: stages --
cell and delay (ps):
dlygate4sd2_1 250, nand2_1 100, fa_2 390, inv_2 60
fa_1 450, ha_4 240, and3_2 200, a2111o_1 380
a21o_1 180, clkdlybuf4s50_1 400
-- layer usage --
metal  vias to the layer above  GRT usage
li1                        209          -
met1                       174     0.0476
met2                        14     0.0393
met3                         0     0.0125
met4                         0          0
met5                         -          0
-- Yosys cell counts, drive strengths merged --
| cell type | n |
|---|---|
| xor2 | 3 |
| a21o | 2 |
| a2111o | 1 |
| fa | 4 |
| a211oi | 1 |
| buf | 1 |
| and2 | 11 |
| o21bai | 1 |
| xnor2 | 1 |
| inv | 4 |
| nand2 | 6 |
| and3 | 2 |
| ha | 9 |
| o21ai | 1 |
| a21oi | 1 |
-- final timing paths --
check / cells past startpoint / startpoint / slack (ps) / end
worst max-delay path: 10 / Y[1] / 240 / Product[7]
worst min-delay path: 6 / Y[3] / 2720 / Product[6]
-- cell type report --
cell class / instances / area [um^2] / area share
multi-input cells: 43 / 428 / 0.599
repair buffers: 24 / 214 / 0.299
well taps: 46 / 57.6 / 0.0806
inverters: 4 / 15.0 / 0.0210
-- what timing repair did --
action                     4_1_cts  5_1_grt
pin swaps                        6        2
resized                          8        6
setup endpoints to repair        2        1
hold buffers                     0        0
Power and IR drop assume default switching activity.
