**design/flow/design.v**
```verilog
`timescale 1ns / 1ps
module top_comparator(
    input [7:0]a, 
    input [7:0]b,
    output GT,LT,EQ);
    assign GT = (a>b) ? 1 : 0;
    assign LT = (a<b) ? 1 : 0;
    assign EQ = (a==b) ? 1 : 0;
endmodule
```
**design/flow/constraint.sdc**
```tcl
current_design top_comparator

set clk_period 2.6
set clk_io_pct 0.2

create_clock -name clk0 -period $clk_period

set non_clock_inputs [all_inputs -no_clocks]
set_input_delay [expr $clk_period * $clk_io_pct] -clock clk0 $non_clock_inputs
set_output_delay [expr $clk_period * $clk_io_pct] -clock clk0 [all_outputs]
```
**design/flow/run.sh**
```bash
#!/bin/bash
# OpenROAD 26Q1-2900-gdf79404cd8, Yosys 0.63+post, stock flow scripts
make -C /OpenROAD-flow-scripts/flow DESIGN_CONFIG=/design/flow/config.mk WORK_HOME=/design/flow/orfs finish
```
**design/flow/config.mk**
```make
export PLATFORM = sky130hd
export DESIGN_NAME = top_comparator
export DESIGN_NICKNAME = top_comparator
export VERILOG_FILES = /design/flow/design.v
export SDC_FILE = /design/flow/constraint.sdc
export NUM_CORES = 4
export LEC_CHECK = 1
export CORE_AREA = 10 10 70 70
export DIE_AREA = 0 0 80 80
```
==> impl_results.rst <==
Physical design figures
=======================

.. list-table::
   :header-rows: 1

   * - Metric
     - Value
   * - Via count of the first global-routing pass
     - 278
   * - Cell total in the yosys stat output
     - 29
   * - Number of sequential cells
     - 0
   * - Worst setup endpoint
     - GT
   * - Slew Limit Fails
     - 0
   * - Critical path start-end classification
     - in2out
   * - GRT Overall Usage
     - 0.0219
   * - Top Layout Cells
     - 16 x sky130_fd_sc_hd__clkdlybuf4s50_1, 8 x sky130_fd_sc_hd__inv_1, 7 x sky130_fd_sc_hd__ha_1
   * - Setup tns final
     - 0 ps
   * - Slew headroom
     - 0.887
   * - Number of unique standard cell types used by synthesis
     - 12
   * - Crit-path leading delay family
     - buffers and inverters
   * - Max Cap Viol
     - 0
   * - Met3 track utilization from global routing
     - 0.00909
   * - Unrepaired setup endpoints after global routing
     - no
   * - Inst Count DP
     - 95
   * - Share of layout cells above drive strength 1
     - 0.140
   * - Cell area power density
     - 141 nW/um2
   * - Antenna-violating nets left
     - 0
   * - Core area
     - 3420 um2
   * - Crit path setup slack, layout
     - 86.2 ps
   * - Layout Utilization
     - 0.146
   * - Total congestion overflow
     - 0
   * - Largest fanout on the critical path
     - 2
   * - Worst setup path startpoint
     - b[1]
   * - Status
     - finished clean
   * - Die Width
     - 80 um
   * - Worst Tran Pin Value
     - 169 ps
   * - CP cell instances
     - clkdlybuf4s50_1 > inv_1 > ha_4 > buf_4 > buf_4 > nand4_1 > nor2_1 > o21ba_1 > clkdlybuf4s15_1
   * - Maximum operating frequency
     - 0.398 GHz
   * - Worst Setup Slack post-DPL
     - -182 ps
   * - Final worst-path cycle share
     - 0.967
   * - Met1 Use GR
     - 0.0224
   * - Vias per cell
     - 2.76
   * - Post-synth design cell area
     - 225 um2
   * - WL final
     - 723 um
   * - Number of ports placed on the die boundary
     - 19
   * - Number of cells produced by synthesis
     - 29
   * - Portion of the post-synthesis area used by sequential elements
     - 0
   * - Required @ worst endpoint
     - 2080 ps
   * - Fill cells
     - 396
   * - Non-filler instance count after layout
     - 96
   * - Die H
     - 80 um
   * - Area share of the largest cell type after synthesis
     - 0.444
   * - GP Congestion
     - 0.761
   * - DRC errors left
     - 0
   * - Layer with the highest usage
     - met2
   * - Pre-Repair DR Iteration Count
     - 2
   * - Startpoint class of the critical path
     - input port
   * - Number of diodes added for antenna fixing
     - 0
   * - Iter 0 DRT Violations
     - 1
   * - Die area
     - 6400 um2
   * - Maximum number of pins on one net before global-route repair
     - 4
   * - Most common cell after layout, fill and taps aside
     - sky130_fd_sc_hd__clkdlybuf4s50_1
   * - Placed wire-length estimate after detailed placement
     - 674 um
   * - Final Total Pwr
     - 0.0000702 W
   * - Largest area contributor in the synthesized netlist
     - sky130_fd_sc_hd__ha_1
   * - Final setup viols
     - 0
   * - Count of input and output buffers
     - 19
   * - Number of rows created at floorplan
     - 21
   * - Critical path's slowest cell
     - sky130_fd_sc_hd__clkdlybuf4s50_1
   * - Count of warning messages emitted by the tools
     - 32
   * - Core Util at FP
     - 0.0659
   * - Final Hold Violation Tally
     - 0
   * - Reported leakage power
     - 0.228 nW
   * - Seq. cell area
     - 0 um2
   * - Routed wire per std cell
     - 7.53 um
   * - Shortest clock period the worst path allows after layout
     - 2510 ps
   * - Average size of a mapped cell
     - 7.77 um2
   * - Number of gates on the worst path with buffers counted
     - 9
   * - Cell repeated most along the worst path
     - sky130_fd_sc_hd__buf_4
   * - Number of buffer and inverter stages on the critical path
     - 5
   * - Nature of the critical path endpoint
     - primary output
   * - Yosys synthesis chip area
     - 225 um2
   * - Main area contributors
     - sky130_fd_sc_hd__ha_1 44%, sky130_fd_sc_hd__inv_1 13%, sky130_fd_sc_hd__a21oi_1 6.7%, sky130_fd_sc_hd__nor2b_4 6.1%, sky130_fd_sc_hd__nand4_2 5.6%
   * - Data arrival time of the critical path
     - 1990 ps
   * - Count of yosys warnings during synthesis
     - 0
   * - First-pass GRT wire length
     - 1.20 mm
   * - Worst vdd ir
     - 0.0000240 V
   * - Met2 routing resource usage after global routing
     - 0.0425
   * - Syn-to-layout area delta
     - 121%
   * - Tally of clock buffers in the finished layout
     - 0
   * - Tightest Hold Check Type
     - in2out
   * - Antenna violations before repair
     - 0
   * - Total number of vias
     - 265
   * - Worst path max stage delay
     - 460 ps
## worst min-delay path: cells and delay by family
kind | cells | cell delay, ps
buffers and inverters | 3 | 660
adder cells (fa/ha/maj) | 1 | 120
AND/OR/NAND/NOR | 2 | 200
## Yosys cell counts
library cell               count
sky130_fd_sc_hd__ha_1          8
sky130_fd_sc_hd__inv_1         8
sky130_fd_sc_hd__a21oi_1       3
sky130_fd_sc_hd__nor2_1        2
sky130_fd_sc_hd__a21oi_2       1
sky130_fd_sc_hd__nand2_1       1
sky130_fd_sc_hd__nand4_1       1
sky130_fd_sc_hd__nand4_2       1
sky130_fd_sc_hd__nor2b_4       1
sky130_fd_sc_hd__o211ai_2      1
sky130_fd_sc_hd__o21ai_0       1
sky130_fd_sc_hd__o21ba_1       1
## per-stage QoR
stage               hold WS (ps)  area, um2
CTS                         2060        485
finish                      2030        498
global placement            2230        480
detailed placement          2240        480
global route                2090        498
floorplan                   1260        225
## repair_timing
item	in CTS	in global routing
buffers inserted	1	0
pin swaps	7	2
gates resized	5	1
endpoints found under the setup margin	3	1
hold buffers	0	0
## logic make-up after synthesis
kind of cell    after synthesis  share of synthesized area
fa+ha+maj                     8                      0.444
buf+inv                       8                      0.133
compound gates                7                      0.228
simple gates                  6                      0.194
## how the worst min path moves through the flow
| stage | from | end | slack (ps) | depth (start not counted) |
|---|---|---|---|---|
| CTS | a[0] | EQ | 2060 | 6 |
| global route | b[0] | EQ | 2090 | 5 |
| finish | a[0] | EQ | 2030 | 6 |
## power breakdown
group / switching, W / internal, W
Combinational: 0.0000235 / 0.0000468
Clock: 0 / 0
Sequential: 0 / 0
Total: 0.0000235 / 0.0000468
## per-layer routing
metal | vias up | wire length (um)
li1 | 142 | -
met1 | 114 | 248
met2 | 9 | 372
met3 | 0 | 103
met4 | 0 | 0
met5 | - | 0
## layout make-up
| type | count | area, um2 | share of cell area |
|---|---|---|---|
| repair buffers | 21 | 203 | 0.407 |
| well taps | 46 | 57.6 | 0.116 |
| inverters | 8 | 30.0 | 0.0603 |
| multi-input cells | 21 | 208 | 0.417 |
No activity file was given, so power comes from the tool's default toggle rates.
