### flow/config.mk
export PLATFORM = sky130hd
export DESIGN_NAME = top_Brent_Kung
export DESIGN_NICKNAME = top_Brent_Kung
export VERILOG_FILES = /design/flow/design.v
export SDC_FILE = /design/flow/constraint.sdc
export NUM_CORES = 4
export LEC_CHECK = 1
export CORE_AREA = 10 10 98 98
export DIE_AREA = 0 0 108 108
### flow/constraint.sdc
current_design top_Brent_Kung

set clk_period 11.2
set clk_io_pct 0.2

create_clock -name clk0 -period $clk_period

set non_clock_inputs [all_inputs -no_clocks]
set_input_delay [expr $clk_period * $clk_io_pct] -clock clk0 $non_clock_inputs
set_output_delay [expr $clk_period * $clk_io_pct] -clock clk0 [all_outputs]
### flow/design.v
`timescale 1ns / 1ps
module AND(out,a,b);
    input a,b;
    output out;
    and #1 (out, a, b);
endmodule
module XOR(out,a,b);
    input a,b;
    output out;
    xor #1 (out, a, b);
endmodule
module XOR3(out,a,b,c);
    input a,b,c;
    output out;
    xor #1 (out, a, b, c);
endmodule
module a_or_bc (out,a,b,c);
    input a,b,c;
    output out;
    and (g, b, c);
    or #1 (out, a, g);
endmodule
module majority(out,a,b,c);
    input a,b,c;
    output out;
    and (g, a, b);
    and (h, b, c);
    and (i, c, a);
    or #1 (out, g, h, i);
endmodule
module top_Brent_Kung(
    input [31:0] a,b ,
    input cin,
    output [32:0] sum
    );
    wire [31:1] carry;
    wire [31:0] P0;
    wire [15:0] P1;
    wire [7:0] P2;
    wire [3:0] P3;
    wire [1:0] P4;
    wire P5;
    wire [31:0] G0;
    wire [15:0] G1;
    wire [7:0] G2;
    wire [3:0] G3;
    wire [1:0] G4;
    wire G5;
    majority m1(G0[0],a[0],b[0],cin);
    genvar i;
    generate
        begin
            for (i=0;i<31;i=i+1) begin
                AND ad1(G0[i+1],a[i+1],b[i+1]);
            end
        end
    endgenerate
    genvar j,k,l,m,n;
    generate
        begin
            for (j=0;j<32;j=j+1) begin
                XOR xr1(P0[j],a[j],b[j]);
            end
        end
    endgenerate
    generate
        begin
            for (k=0;k<16;k=k+1) begin
                AND ad2(P1[k],P0[2*k],P0[2*k+1]);
            end
        end
    endgenerate
    generate
        begin
            for (l=0;l<8;l=l+1) begin
                AND ad3(P2[l],P1[2*l],P1[2*l+1]);
            end
        end
    endgenerate
    generate
        begin
            for (m=0;m<4;m=m+1) begin
                AND ad4(P3[m],P2[2*m],P2[2*m+1]);
            end
        end
    endgenerate
    generate
        begin
            for (n=0;n<2;n=n+1) begin
                AND ad5(P4[n],P3[2*n],P3[2*n+1]);
            end
        end
    endgenerate
    AND a78(P5,P4[1],P4[0]);
    genvar o,p,q,r;
    generate
        begin
            for (o=0;o<16;o=o+1) begin
                a_or_bc acb1(G1[o],G0[o*2+1],P0[o*2+1],G0[o*2]);
            end
        end
    endgenerate
    generate
        begin
            for (p=0;p<8;p=p+1) begin
                a_or_bc acb2(G2[p],G1[p*2+1],P1[p*2+1],G1[p*2]);
            end
        end
    endgenerate
    generate
        begin
            for (q=0;q<4;q=q+1) begin
                a_or_bc acb3(G3[q],G2[q*2+1],P2[q*2+1],G2[q*2]);
            end
        end
    endgenerate
    generate
        begin
            for (r=0;r<2;r=r+1) begin
                a_or_bc acb4(G4[r],G3[r*2+1],P3[r*2+1],G3[r*2]);
            end
        end
    endgenerate
    a_or_bc abc1(G5,G4[1],P4[1],G4[0]);
    a_or_bc abc2(carry[1], G0[0],P0[0],cin);
    a_or_bc abc3(carry[2], G1[0],P1[0],cin);
    a_or_bc abc4(carry[4], G2[0],P2[0],cin);
    a_or_bc abc5(carry[8], G3[0],P3[0],cin);
    a_or_bc abc6(carry[16], G4[0],P4[0],cin);
    a_or_bc abc7(sum[32], G5,P5,cin);
    a_or_bc abc8(carry[3],G0[2], P0[2], carry[2]);
    a_or_bc abc9(carry[5],G0[4], P0[4], carry[4]);
    a_or_bc abc10(carry[6],G1[2], P1[2], carry[4]);
    a_or_bc abc11(carry[7],G0[6], P0[6], carry[6]);
    a_or_bc abc12(carry[9],G0[8], P0[8], carry[8]);
    a_or_bc abc13(carry[10],G1[4], P1[4], carry[8]);
    a_or_bc abc14(carry[12],G2[2], P2[2], carry[8]);
    a_or_bc abc15(carry[11],G0[10], P0[10], carry[10]);
    a_or_bc abc16(carry[13],G0[12], P0[12], carry[12]);
    a_or_bc abc17(carry[14],G1[6], P1[6], carry[12]);
    a_or_bc abc18(carry[17],G0[16], P0[16], carry[16]);
    a_or_bc abc19(carry[18],G1[8], P1[8], carry[16]);
    a_or_bc abc20(carry[20],G2[4], P2[4], carry[16]);
    a_or_bc abc21(carry[24],G3[2], P3[2], carry[16]);
    a_or_bc abc22(carry[15],G0[14], P0[14], carry[14]);
    a_or_bc abc23(carry[19],G0[18], P0[18], carry[18]);
    a_or_bc abc24(carry[21],G0[20], P0[20], carry[20]);
    a_or_bc abc25(carry[22],G1[10], P1[10], carry[20]);
    a_or_bc abc26(carry[25],G0[24], P0[24], carry[24]);
    a_or_bc abc27(carry[26],G1[12], P1[12], carry[24]);
    a_or_bc abc28(carry[28],G2[6], P2[6], carry[24]);
    a_or_bc abc29(carry[23],G0[22], P0[22], carry[22]);
    a_or_bc abc30(carry[27],G0[26], P0[26], carry[26]);
    a_or_bc abc31(carry[29],G0[28], P0[28], carry[28]);
    a_or_bc abc32(carry[30],G1[14], P1[14], carry[28]);
    a_or_bc abc33(carry[31],G0[30], P0[30], carry[30]);
    genvar pq;
    XOR3 x1(sum[0],a[0],b[0],cin);
    generate begin
        for (pq=1;pq<32;pq=pq+1) begin
            XOR3 xr5(sum[pq],a[pq],b[pq],carry[pq]);
        end
    end
    endgenerate
endmodule
### flow/run.sh
#!/bin/bash
# OpenROAD 26Q1-2900-gdf79404cd8, Yosys 0.63+post, stock flow scripts
make -C /OpenROAD-flow-scripts/flow DESIGN_CONFIG=/design/flow/config.mk WORK_HOME=/design/flow/orfs finish
==> run summary <==
Observations from the implementation run.

Outcome:
- The flow ran to the end, and the final reports show no timing, DRC or antenna violations.

Final layout:
- The run puts the final-layout clock buffer total at 0.
- In this run the layout overhead on the synthesized area is reported as 51.85%.
- The finished cells cover 2521 um^2.
- For this run, the share of the core covered by cells in the final layout is 32.97%.
- The run puts the sequential cell count at 0.
- The run puts the fraction of layout instances using a drive strength above 1 at 5.000%.
- Registers take 0 um^2.

Placement:
- Detailed placement finished with a half-perimeter wire length of 4.193 mm.
- The run puts the count of input and output buffers at 98.
- The run gives the instance area at placement as 2521 um^2.
- The congestion estimate from routability-driven global placement came to 0.8047.

Synthesis:
- After synthesis, the design contains 195 cells according to Yosys.
- The main area contributors are sky130_fd_sc_hd__ha_1 (24%), sky130_fd_sc_hd__fa_1 (19%), sky130_fd_sc_hd__buf_4 (15%), sky130_fd_sc_hd__xor2_1 (5.3%), sky130_fd_sc_hd__inv_1 (5.2%).
- The area fraction of the largest cell type after synthesis is 24.11%.
- In this run the cell area of the synthesized design comes to 1660 um^2.
- The run gives the cell accounting for the most synthesized area as sky130_fd_sc_hd__ha_1.
- The run puts the post-synthesis sequential area ratio at 0%.
- For reference, the post-synthesis area per instance comes to 8.515 um^2.
- The run gives the number of warnings reported in the yosys synthesis log as 4.
- The run puts the post-synthesis chip area from yosys at 1660 um^2.
- The run gives the synthesized netlist cell count as 195.
- The run puts the count of unique library cells instantiated by Yosys at 33.

Routing:
- The run puts the number of antenna repair diodes at 0.
- The run gives the count of TritonRoute iterations in the first routing pass as 4.
- The run gives the count of routing violations after the opening detailed-route iteration as 22.
- The routed layout has 1421 vias.
- The run puts the remaining number of nets flagged by the antenna check after routing at 0.
- The run gives the ratio of routed vias to standard cells as 3.925.
- Dividing the detail-routed wire length by the instance count gives 12.20 um.
- The run puts the number of DRC violations after detailed routing at 0.
- The run gives the final routed wirelength across all metal layers as 4.418 mm.

Pwr:
- Per the power-grid run, VDD falls by no more than 0.01950 mV.
- Summed over all cells, the static leakage comes to 1.108 nW.
- The run gives the power per cell area as 54.59 nW/um^2.

Critical path:
- The worst setup path is captured at an output pin.
- The run gives the classification of the worst setup path as in2out.
- The run puts the maximum net fanout on the critical path at 4.
- On the critical path the data arrives at 5.40 ns.
- Data on the critical path is required at its endpoint by 8.96 ns.
- STA classifies the critical path startpoint as an input port.

Global route:
- Global routing consumed, over all layers together, 7.239% of the routing resources.
- The run gives the sum of overflow across all layers after global routing as 0.
- The run gives the number of global-route vias before repair as 1498.
- The run gives the first-pass GRT wire length as 6.989 mm.
- Entering global routing, the biggest net connects 5 pins.
- The initial antenna violation count was 0.

Hold path:
- STA lists the startpoint of the worst hold path as b[27].
- The worst hold path terminates at sum[27].
- The number of cells on the worst hold path is listed as 4.
- The tightest min-delay check is of the in2out type.

STA:
- The run puts the number of max-slew violations in the final report at 0.
- The run puts the clock period minus worst slack at 7.637 ns.
- The run puts the post-layout period usage of the worst path at 68.19%.
- Setup violations remaining at the end of the flow were counted as 0.
- The worst pin sits at a relative slew slack of 75.22%.
- The run puts the hold violation count in the final report at 0.
- The run puts the highest achievable clock rate at 130.9 MHz.
- The run gives the actual transition at the worst max-transition pin as 0.3678 ns.
- Setup repair after global routing left no endpoint under its margin.
- For the final routed database, the setup TNS stands at 0 ns.

Die:
- The run puts the row count at 32.
- Once the floorplan was initialized, standard cells occupied 21.71% of the core.
- Measured along the x axis, the die boundary spans 108 um.
- The run puts the vertical extent of the die at 108 um.
- The floorplan report gives the top-level pin count as 98.
- The run puts the placeable core region at 7647 um^2.
- The run puts the total die size at 11660 um^2.

Clock tree:
- Post-CTS repair ended up resizing 0 cells.
- In this run, post-CTS hold repair placed 0 buffers.
- The number of setup buffers added after CTS is 0.

Flow run:
- The run gives the number of warnings in the stage logs as 33.
- The run puts the count of max-cap constraint violations at 0.
## routing by layer
layer	wire, um	track usage [%]
met1	1979	9.922
met2	1971	11.42
met3	468	2.651
met4	0	0
met5	0	0
## kinds of logic after synthesis
logic type,after synthesis,share of synthesized area [%]
and+or+nand+nor,38,12.06
AOI/OAI and AO/OA,37,15.98
adders and majority gates,48,43.41
xor gates and xnor gates,16,8.440
buffers and inverters,56,20.12
## how the worst max path moves through the flow
stage         from  endpoint  cells after the start  slack [ns]
finish        a[3]   sum[19]                     13        3.56
global route  a[3]   sum[19]                     13        3.31
CTS           a[3]   sum[19]                     13        3.50
## critical path: stages
cell and delay, ns:
sky130_fd_sc_hd__clkdlybuf4s50_1 0.40, sky130_fd_sc_hd__ha_1 0.36, sky130_fd_sc_hd__a21oi_1 0.16, sky130_fd_sc_hd__nand2_1 0.10, sky130_fd_sc_hd__o21ai_2 0.22, sky130_fd_sc_hd__nand2_1 0.15, sky130_fd_sc_hd__a21oi_2 0.21, sky130_fd_sc_hd__o21ai_1 0.14
sky130_fd_sc_hd__a21o_1 0.20, sky130_fd_sc_hd__a21o_1 0.18, sky130_fd_sc_hd__fa_1 0.37, sky130_fd_sc_hd__xor2_1 0.17, sky130_fd_sc_hd__clkdlybuf4s50_1 0.49
## final cells by class
cell class                      instances  area, um^2
Fill cell                             787        5126
Inverter                               23       86.33
Multi-Input combinational cell        139        1326
Tap cell                              102       127.6
Timing Repair Buffer                   98       980.9
## placed cells by master (no fill, tap or decap), types with 2 or more instances in the layout
cell type,netlist,final
sky130_fd_sc_hd__nand2_1,9,9
sky130_fd_sc_hd__a21boi_2,2,2
sky130_fd_sc_hd__a21oi_2,2,2
sky130_fd_sc_hd__fa_1,16,16
sky130_fd_sc_hd__xnor2_1,6,6
sky130_fd_sc_hd__ha_1,32,32
sky130_fd_sc_hd__nor2b_1,2,2
sky130_fd_sc_hd__o21ai_0,6,6
sky130_fd_sc_hd__clkdlybuf4s50_1,0,98
sky130_fd_sc_hd__a21o_1,6,6
sky130_fd_sc_hd__nor2_1,9,9
sky130_fd_sc_hd__nand3_1,4,4
sky130_fd_sc_hd__nand4_1,2,2
sky130_fd_sc_hd__o21ai_1,2,2
sky130_fd_sc_hd__a211oi_1,2,2
sky130_fd_sc_hd__xor2_1,10,10
sky130_fd_sc_hd__nand2_2,2,2
sky130_fd_sc_hd__o21ai_2,2,2
sky130_fd_sc_hd__a21oi_1,12,12
sky130_fd_sc_hd__inv_1,23,23
## Yosys cell counts
library cell	count
sky130_fd_sc_hd__and2_1	1
sky130_fd_sc_hd__nand4bb_1	1
sky130_fd_sc_hd__o21ai_2	2
sky130_fd_sc_hd__xor2_1	10
sky130_fd_sc_hd__or3_1	1
sky130_fd_sc_hd__o21ai_0	6
sky130_fd_sc_hd__a21boi_2	2
sky130_fd_sc_hd__o21a_1	1
sky130_fd_sc_hd__and4_1	1
sky130_fd_sc_hd__a211oi_1	2
sky130_fd_sc_hd__fa_1	16
sky130_fd_sc_hd__inv_1	23
sky130_fd_sc_hd__a21oi_1	12
sky130_fd_sc_hd__nand3b_1	1
sky130_fd_sc_hd__a31oi_2	1
sky130_fd_sc_hd__o21ai_1	2
sky130_fd_sc_hd__nand2_2	2
sky130_fd_sc_hd__nand2_1	9
sky130_fd_sc_hd__or2_2	1
sky130_fd_sc_hd__xnor2_1	6
sky130_fd_sc_hd__nand3_1	4
sky130_fd_sc_hd__nor2_1	9
sky130_fd_sc_hd__nor3_1	1
sky130_fd_sc_hd__a2111oi_4	1
sky130_fd_sc_hd__nor2b_1	2
sky130_fd_sc_hd__buf_4	33
sky130_fd_sc_hd__nor2_2	1
sky130_fd_sc_hd__nand2b_1	1
sky130_fd_sc_hd__a21o_1	6
sky130_fd_sc_hd__nor2_4	1
sky130_fd_sc_hd__nand4_1	2
sky130_fd_sc_hd__a21oi_2	2
sky130_fd_sc_hd__ha_1	32
## per-stage QoR
step                setup slack (ns)  cells  power [mW]  hold WS, ns
finish                         3.563    362      0.1376        5.551
global route                   3.306    362      0.1557        5.609
CTS                            3.502    362      0.1414        5.565
detailed placement             3.535    362      0.1405        5.570
global placement               3.527    362      0.1405        5.563
floorplan                      4.581    195     0.08522        4.697
## report_power, final
part	leakage, nW	switching, mW	internal (mW)	total, mW
logic	1.11	0.0470	0.0906	0.138
clock network	0	0	0	0
registers	0	0	0	0
total	1.11	0.0470	0.0906	0.138
Power figures rest on the tool's default switching activity, not on a simulated workload.
